`design.v`:
```
 module CheckConnect #(
	parameter WIDTH = 4,				 
	parameter CONN	 = 3				 
 )(
	input		[(WIDTH*2)-1:0] 	cells,
	output 	[1:0] 				winner
 );
 wire [WIDTH-1:0] p1_in;
 wire [WIDTH-1:0] p2_in;
 wire [WIDTH-CONN:0] p1_or;
 wire [WIDTH-CONN:0] p2_or;
 genvar i;	 
 generate	 
	 for(i=0; i<WIDTH;i=i+1) begin	: and_block
	 assign p1_in[i] = cells[2*i];
	 assign p2_in[i] = cells[(2*i)+1];
	 end
	 for(i=0; i<=(WIDTH-CONN);i=i+1) begin		: or_block
	 assign p1_or[i] = &(p1_in[(i+CONN)-1:i]);
	 assign p2_or[i] = &(p2_in[(i+CONN)-1:i]);
	 end
	 assign winner[0] = |(p1_or); 
	 assign winner[1] = |(p2_or);
 endgenerate
 endmodule
 module Scoreboard #(
	parameter ROWS = 4,		 
	parameter COLS = 4,		 
	parameter CONN = 3		 
 )(
	input 	clock,			 
	input 	reset,			 
	input	grid_full,		 
	input [(2*ROWS*COLS)-1:0] 	game_status,
	output reg  [1:0]	winner,		 
	output wire [7:0] 	p1_score,	 
	output wire [7:0] 	p2_score,	 
	output wire [7:0] 	draw_score	 
 );
 localparam dROWS_MAX = (ROWS-(CONN-1));
 localparam dCOLS_MAX = (COLS-(CONN-1));
 wire [ROWS-1:0] win_p1_h;
 wire [ROWS-1:0] win_p2_h;
 wire [COLS-1:0] win_p1_v;
 wire [COLS-1:0] win_p2_v;
 wire [(ROWS*COLS)-1:0] win_p1_d_up;
 wire [(ROWS*COLS)-1:0] win_p2_d_up;
 wire [(ROWS*COLS)-1:0] win_p1_d_dw;
 wire [(ROWS*COLS)-1:0] win_p2_d_dw;
 wire [(2*COLS)-1:0] row_vect [ROWS-1:0];
 wire [(2*ROWS)-1:0] col_vect [COLS-1:0];
 wire [(2*ROWS)-1:0] col_flip [COLS-1:0];
 wire [(2*CONN)-1:0] diag_up [dROWS_MAX-1:0][dCOLS_MAX-1:0];
 wire [(2*CONN)-1:0] diag_dw [dROWS_MAX-1:0][dCOLS_MAX-1:0];
 genvar i,j,k;	 
 generate
	for(i=0;i<ROWS;i=i+1) begin	:	gen_row_vect1
		for(j=0;j<COLS;j=j+1) begin	:	gen_row_vect2
			assign row_vect[i][(2*j)+:2] = game_status[((2*ROWS)*j)+(2*i)+:2];
		end
	end
 endgenerate
 generate
	for(i=0;i<ROWS;i=i+1) begin	:	check_horizontal
		CheckConnect #(
			.WIDTH	(COLS),		 
			.CONN		(CONN)		 
		) check_horz (
			.cells	(row_vect[i]),	 
			.winner	({win_p2_h[i],win_p1_h[i]})				 
		);
	end
 endgenerate
 generate
	for(i=0;i<COLS;i=i+1) begin	:	gen_col_vect1
			assign col_vect[i] = game_status[(2*ROWS*i)+:(2*ROWS)];
	end
 endgenerate
 generate
	for(j=0;j<COLS;j=j+1) begin	:	check_vertical
		CheckConnect #(
			.WIDTH	(ROWS),		 
			.CONN		(CONN)		 
		) check_vert (
			.cells	(col_vect[j]),						 
			.winner	({win_p2_v[j],win_p1_v[j]})	 
		);
	end
 endgenerate
 generate
	for(i=0;i<(dROWS_MAX);i=i+1) begin		:gen_diag_up1
		for(j=0;j<(dCOLS_MAX);j=j+1) begin	:gen_diag_up2
			for(k=j;k<(CONN+j);k=k+1) begin		:gen_diag_up3
				assign diag_up[i][j][(2*(k-j))+:2] = col_vect[k][(2*(k-j+i))+:2];
			end
		end
	end
 endgenerate
 generate
	for(i=0;i<(dROWS_MAX);i=i+1) begin	:	check_diag1
		for(j=0;j<(dCOLS_MAX);j=j+1) begin	:	check_diag2
			CheckConnect #(
				.WIDTH	(CONN),		 
				.CONN	(CONN)		 
			) check_diag_up (
				.cells	(diag_up[i][j]),	 
				.winner	({win_p2_d_up[(dCOLS_MAX*i)+j],win_p1_d_up[(dCOLS_MAX*i)+j]})
			);
		end
	end
 endgenerate
 generate
	for(i=0;i<COLS;i=i+1) begin		:	gen_col_flip1
		for(j=0;j<ROWS;j=j+1) begin	:	gen_col_flip2
			assign col_flip[i][(2*j)+:2] = col_vect[i][2*((ROWS-1)-j)+:2];
		end
	end
 endgenerate
 generate
	for(i=0;i<(dROWS_MAX);i=i+1) begin		:gen_diag_dw1
		for(j=0;j<(dCOLS_MAX);j=j+1) begin	:gen_diag_dw2
			for(k=j;k<(CONN+j);k=k+1) begin		:gen_diag_dw3
				assign diag_dw[i][j][(2*(k-j))+:2] = col_flip[k][(2*(k-j+i))+:2];
			end
		end
	end
 endgenerate
 generate
	for(i=0;i<(dROWS_MAX);i=i+1) begin	:	check_diag_d3
		for(j=0;j<(dCOLS_MAX);j=j+1) begin	:	check_diag_d4
			CheckConnect #(
				.WIDTH	(CONN),		 
				.CONN	(CONN)		 
			) check_diag_down (
				.cells	(diag_dw[i][j]),	 
				.winner	({win_p2_d_dw[(dCOLS_MAX*i)+j],win_p1_d_dw[(dCOLS_MAX*i)+j]})
			);
		end
	end
 endgenerate
 initial begin
	winner 		<= 2'b00;
 end
 always @(posedge clock or posedge reset) begin
	if(reset) begin
		winner <= 2'b00;
	end else begin
		if((| win_p1_h) | (| win_p1_v) | (|win_p1_d_up) | (|win_p1_d_dw)) begin
			winner[0] <= 1'b1;
		end else begin
			winner[0] <= 1'b0;
		end
		if ((| win_p2_h) | (| win_p2_v) | (|win_p2_d_up) | (|win_p2_d_dw)) begin
			winner[1] <= 1'b1;
		end else begin
			winner[1] <= 1'b0;
		end
	end
 end
 ScoreKeeper scorekeeper(
 .clock		(clock		),
 .reset		(reset		),
 .grid_full	(grid_full	),
 .winner		(winner		),
 .p1_score	(p1_score	),	 
 .p2_score	(p2_score	),	 
 .draw_score(draw_score	)	 
 );
 endmodule
 module ScoreKeeper(
 input 			clock,
 input 			reset,
 input 			grid_full,
 input [1:0]	winner,
 output reg [7:0] 	p1_score,	 
 output reg [7:0] 	p2_score,	 
 output reg [7:0] 	draw_score	 
 );
 reg [7:0] 	p1_count;	 
 reg [7:0] 	p2_count;	 
 reg [7:0] 	draw_count;	 
 initial begin
	p1_count = 8'b00000000;
	p2_count = 8'b00000000;
	draw_count = 8'b00000000;
	p1_score 	= 8'b00000000;
	p2_score 	= 8'b00000000;
	draw_score 	= 8'b00000000;
 end
 always @(posedge clock) begin
	p1_score 	<= p1_count;
	p2_score 	<= p2_count;
	draw_score 	<= draw_count;
 end
 always @(posedge winner[0]) begin
		p1_count = p1_count + 1;
 end
 always @(posedge winner[1]) begin
		p2_count = p2_count + 1;
 end
 always @(posedge grid_full) begin
	if(winner == 2'b00) begin
		draw_count = draw_count + 1;
	end
 end
 endmodule
```
`run.sh`:
```
#!/bin/bash
# OpenROAD 26Q1-2900-gdf79404cd8, Yosys 0.63+post, stock flow scripts
make -C /OpenROAD-flow-scripts/flow DESIGN_CONFIG=/design/flow/config.mk WORK_HOME=/design/flow/orfs finish
```
`constraint.sdc`:
```
current_design Scoreboard

set clk_period 1.0
set clk_io_pct 0.2

create_clock -name clk0 -period $clk_period [get_ports {clock}]
create_clock -name clk1 -period $clk_period [get_ports {grid_full}]

set non_clock_inputs [all_inputs -no_clocks]
set_input_delay [expr $clk_period * $clk_io_pct] -clock clk0 $non_clock_inputs
set_output_delay [expr $clk_period * $clk_io_pct] -clock clk0 [all_outputs]
```
`config.mk`:
```
export PLATFORM = sky130hd
export DESIGN_NAME = Scoreboard
export DESIGN_NICKNAME = Scoreboard
export VERILOG_FILES = /design/flow/design.v
export SDC_FILE = /design/flow/constraint.sdc
export NUM_CORES = 4
export LEC_CHECK = 1
export CORE_AREA = 10 10 112 112
export DIE_AREA = 0 0 122 122
```
==> summary.txt <==
The synthesis and PnR run went through. Setup repair after global routing could not meet its margin everywhere. Placer's final routability congestion estimate landed at 0.775. The flow ran to the end, but the final reports show violations. The count of buffers added on input and output ports is 27. Maximum fanout encountered on the critical timing path landed at 2. Global-route wire length before repair landed at slightly above 4 mm. Once routing completed, OpenROAD measured the worst setup slack at -78.5 ps. Counting pins that exceed their max-slew limit in the final report gives 0. Power density of the placed cells landed at around 1300 nW/µm². Sequential share of the synthesized area landed at 75.4%.

Number of iterations in the first detailed-routing pass landed at 4. Summed over all layers, the global routing overflow is 0. Post-layout instance area landed at 2050 µm². The final reports fail on negative setup slack. Warnings reported by Yosys during synthesis add up to 50.

STA reports the tightest min-delay check as being of type in2async. Combined global-route utilization of all metal layers landed at 3.46%. Power comes to 2680 µW. The registers of the reported paths see a clock transition of approximately 80 ps. The final route contains 788 vias.

Area of the core landed at 10,200 µm². Worst slack at placement landed at -49.8 ps. For this block, the routed nets add up to 2.54 mm of wire. Number of flip-flops and latches in the synthesized netlist landed at around 49. Per the detail_route report, vias per standard cell equal 2.82. Initial core utilization landed at 13.8%. Peak supply drop landed at 0.393 mV. The most numerous cell type found on the critical path is sky130_fd_sc_hd__buf_6.

Distinct cell type count of the synthesized netlist landed at 15. After technology mapping, the gate count stands at 99. Count of standard-cell rows landed at 37. Per the final layout report, the fraction of cells sized above drive strength 1 comes to 34.3%. Ranked by total cell area, the synthesized netlist is headed by sky130_fd_sc_hd__dfxtp_1 57%, sky130_fd_sc_hd__edfxtp_1 17%, sky130_fd_sc_hd__xnor2_1 8.1%. Number of DRC violations after detailed routing landed at 0. The area growth from synthesis to layout is 45.3%. The via count of the first global-routing pass came to 841.

For reference, the post-synthesis area per instance comes to roughly 14 µm². Routed wirelength normalized by instance count landed at 9.09 µm. The final timing report lists a hold violation count of 0. Synthesis area per yosys landed at 1410 µm². OpenROAD warning count landed at 61.

Including well taps, the total number of placed cells is 268. Chip area landed at roughly 15,000 µm². Yosys reports that the leading cell type by area covers 56.6% of the netlist area. Critical path arrival landed at 880 ps.

Instance area after placement landed at between 1500 and 2000 µm². The signal on the critical path passes through buf_6, buf_6. Sorting the Yosys area breakdown by cell type puts at the top sky130_fd_sc_hd__dfxtp_1.

Between clock sinks in the finished design, the worst skew comes to 0.990 ps. Maximum number of pins on one net before global-route repair landed at 17. The HPWL after detailed placement is 1.92 mm. Stage delay of the slowest cell on the critical path landed at 400 ps.

The most common logic cells in the final layout are 28 x sky130_fd_sc_hd__dfxtp_1, 17 x sky130_fd_sc_hd__clkdlybuf4s15_1, 13 x sky130_fd_sc_hd__xnor2_1. Final standard cell count with taps included and fillers excluded landed at 279. The floorplan report gives the top-level pin count as 61. The slowest stage of the critical path is the sky130_fd_sc_hd__dfrtp_1 cell. Count of endpoints without a timing constraint landed at 32. The critical path in this run is classified as reg2out. STA classifies the critical path startpoint as a register.

TritonCTS built the clock tree. The floorplan step set the die height to 122 µm. The script extracted a total leakage power of 0.000833 µW. The initial antenna violation count was 0. First-iteration detailed-routing DRC count landed at 49. The number of cells reported by Yosys stat comes to 99. STA classifies the critical path endpoint as a primary output. Final-report setup violation count landed at 14. The top cell type in the final layout, fill and taps aside, is sky130_fd_sc_hd__dfxtp_1. STA puts the critical path data required time at 800 ps. Antenna violation net count after detailed routing landed at 0.

Cell area after synthesis landed at 1410 µm². Total of max-cap violations landed at 0. Die width landed at 122 µm. Count of antenna diodes in the layout landed at 0. Number of register pins that no clock reaches landed at 16.
## metal layers
metal / vias up / global-route usage, % / share of wire [%] / wire length (µm)
met5: - / 0 / 0 / 0
met4: 0 / 0.820 / 0.91 / 23
met3: 2 / 1.83 / 11 / 271
met2: 17 / 5.35 / 46 / 1160
met1: 358 / 4.19 / 43 / 1090
li1: 411 / - / - / -
## area by class of cell
class	instances	area (µm²)
Tap cell	136	170
Sequential cell	49	1080
Multi-Input combinational cell	44	364
Inverter	5	26.3
Clock buffer	6	82.6
Fill cell	1090	8180
Timing Repair Buffer	38	325
Clock inverter	1	5.00
## per-stage QoR
stage | TNS, ps | util [%] | hold WS, ps
3_3_place_gp | -225 | 18.6 | 352
2_1_floorplan | -224 | - | -71.3
6_report | -847 | 20.1 | 74.8
3_5_place_dp | -325 | 18.6 | 356
5_1_grt | -1460 | 20.1 | 78.8
4_1_cts | -858 | 20.1 | 62.1
## cell usage after synthesis (all sizes together)
master and instances:
edfxtp 8, nor3 1, dfxtp 40, xor2 5
ha 3, nand2 2, nand3 13, dfrtp 1
conb 1, inv 5, buf 1, nor2 1
and3 5, xnor2 13
## where the power goes
| part | total [µW] | internal [µW] | leakage, µW | switching, µW |
|---|---|---|---|---|
| sequential | 1520 | 1480 | 0.000422 | 38.1 |
| combinational | 194 | 117 | 0.000364 | 77.0 |
| clock | 965 | 538 | 0.0000470 | 427 |
## path summary, 6_finish.rpt
kind                                      startpoint                   endpoint  slack [ps]  cells after the start
max                                        winner[0]                  winner[0]         -80                      2
min                                            reset                  winner[0]          70                      2
max reg2reg                                winner[0]  scorekeeper.draw_count[0]         -70                      3
min reg2reg                scorekeeper.draw_count[7]  scorekeeper.draw_score[7]         360                      0
max in group clk1                          winner[0]  scorekeeper.draw_count[0]         -70                      3
max in group asynchronous                      reset                  winner[0]         840                      2
min in group clk0          scorekeeper.draw_count[7]  scorekeeper.draw_score[7]         360                      0
min in group clk1          scorekeeper.draw_count[7]  scorekeeper.draw_count[7]         580                      1
## critical path, delay by kind of cell, from the launching register on
kind,cells,cell delay (ps)
buf+inv,2,230
flops,1,400
## registers in the layout, indices dropped and copies added, names as in the netlist
register and flops:
scorekeeper.draw_count 8, scorekeeper.p1_score 8, scorekeeper.p2_count 8, scorekeeper.draw_score 8
scorekeeper.p1_count 8, scorekeeper.p2_score 8, winner 1
## kinds of logic after synthesis
| logic type | after synthesis | share of synthesized area, % |
|---|---|---|
| xor gates and xnor gates | 18 | 11.2 |
| adders and majority gates | 3 | 2.66 |
| buffers and inverters | 6 | 1.86 |
| DFF | 49 | 75.4 |
| other | 1 | 0.265 |
| and+or+nand+nor | 22 | 8.67 |
## timing repair
action,CTS,global route
gates resized,73,14
pin swaps,4,5
setup buffers,2,2
cloned,0,0
setup endpoints to repair,39,24
hold buffers,0,0
Power and IR drop assume default switching activity.
